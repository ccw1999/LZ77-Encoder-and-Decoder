<file path="design/flow/config.mk">
export PLATFORM = sky130hd
export DESIGN_NAME = LZ77_Decoder
export DESIGN_NICKNAME = LZ77_Decoder
export VERILOG_FILES = /design/flow/design.v
export SDC_FILE = /design/flow/constraint.sdc
export NUM_CORES = 4
export LEC_CHECK = 1
export CORE_UTILIZATION = 30
</file>
<file path="design/flow/constraint.sdc">
current_design LZ77_Decoder

set clk_period 2.1
set clk_io_pct 0.2

create_clock -name clk0 -period $clk_period [get_ports {clk}]

set non_clock_inputs [all_inputs -no_clocks]
set_input_delay [expr $clk_period * $clk_io_pct] -clock clk0 $non_clock_inputs
set_output_delay [expr $clk_period * $clk_io_pct] -clock clk0 [all_outputs]
</file>
<file path="design/flow/design.v">
module LZ77_Decoder(clk,reset,code_pos,code_len,chardata,encode,finish,char_nxt);
input 				clk;
input 				reset;
input 		[3:0] 	code_pos;
input 		[2:0] 	code_len;
input 		[7:0] 	chardata;
output	 			encode;
output reg 			finish;
output reg	[7:0] 	char_nxt;
reg			[3:0]	S_B [8:0];
reg			[2:0]		timer;
assign 	encode = 1'b0;
integer j;
always @(posedge clk or posedge reset) 
begin
	if (reset) 
	begin
		timer <= 3'd0;	
	end
	else if (timer==code_len)
	begin
		timer <= 3'd0;
	end
	else
	begin
		timer <= timer + 3'd1;
	end
end
always @(posedge clk or posedge reset)
begin
	if(reset) 
	begin	
	end
	else 
	begin
		for(j=0; j<8; j=j+1)
		begin
			S_B[j+1] <= S_B[j];			
		end
		S_B[0] <= char_nxt[3:0];
	end
end
always @(posedge clk)
begin
	if ((!(|code_pos) && !(|code_len)) || timer==code_len)
	begin
		char_nxt <= chardata;
	end
	else if(!code_pos)
	begin
		char_nxt <= char_nxt;
	end
	else if(timer<=code_len)
	begin
		char_nxt <= S_B[code_pos - 1'b1];
	end
	else 
	begin
		char_nxt <= char_nxt;
	end
end
always @(posedge clk or posedge reset)
begin
	if (reset) 
	begin
		finish <= 1'b0;
	end
	else if (chardata==8'h24 && timer==code_len)
	begin
		finish <= 1'b1;
	end
	else 
	begin
		finish <= finish;
	end
end
endmodule
</file>
<file path="design/flow/run.sh">
#!/bin/bash
# OpenROAD 26Q1-2900-gdf79404cd8, Yosys 0.63+post, stock flow scripts
make -C /OpenROAD-flow-scripts/flow DESIGN_CONFIG=/design/flow/config.mk WORK_HOME=/design/flow/orfs finish
</file>
==> notes.md <==
Update from the flow run.

The run finished with clean final reports. The final hold violation count is 0. The final setup violation count is 0.

The average cell area after synthesis is between 15 and 20 um^2. The initial standard-cell utilization of the core is a little under a third. The floorplan die area is approximately 0.0075 mm^2. 0 antenna diodes ended up in the layout. The level count of the clock H-tree is 2.

The region available for standard cell placement spans between 0.006 and 0.007 mm^2. The stage logs contain a warning count of 25. The largest fanout on the critical path is 9. The top cell type's share of synthesized area is between 60% and 70%.

The clock network fraction of total power is 21.7%. The width of the chip is between 80 and 90 um. The total of hold buffers inserted after clock tree synthesis is 0. The number of pins with negative max-slew slack in the final report is 0.

The number of instances resized during post-cts repair is 0. The count of state elements after synthesis is roughly 48. Total power for the finished layout comes to 2.57 mW.

The number of clock sinks came to roughly 48. The worst path needs around 2000 ps of the cycle, external delays included. The first detailed-routing pass ran for 4 iterations.

The skew report gives the latency at the later pin of the worst-skew pair as 300 ps. The maximum clock path buffer count is 2. The detail-routed net length per standard cell is roughly 14 um. The post-detailed-route DRC marker count is 0. The synthesized chip area reported by yosys is ~0.0022 mm^2.

The post-route antenna net violation count is 0. The kind of start point of the critical path is a primary input. According to the timing report, the arrival time at the worst endpoint equals 2040 ps. At the worst endpoint, the required time is about 2100 ps. The classification of the worst-slack hold path is flop to flop. 27 I/O pins were placed. The buffer_ports step reported a buffer count of 25. The fraction of final layout cells sized beyond drive strength 1 is between 15 and 20%.

The total power divided by cell area is 961 mW/mm^2. The setup clock skew after layout is ~8 ps. The cell count after placement is about 270.

Compared with the post-synthesis result, the final layout area differs by 24.4%. The combinational fraction of design power is a little under a quarter. The internal portion of the total power is roughly 1.9 mW. The post-route clock period utilization is between 90% and 100%. Entering global routing, the biggest net connects 41 pins.

Per Yosys stat, the portion of area used by sequential elements is approximately 66%. The leading area contributor after synthesis is edfxtp_1. The yosys stat cell total is approximately 140. The number of max-cap violations is 0. By area the synthesized netlist is led by edfxtp_1 61%, dfrtp_1 4.6%, mux2i_1 3.7%. The clock-pin slew on the worst setup and hold paths is around 90 ps. The HPWL reported at the end of detailed placement is approximately 2600 um. The end-of-flow core utilization is about two fifths. The area of the mapped netlist is 0.00215 mm^2. The category of the most critical setup path is primary input to flop.

The last weighted congestion value of the routability-driven placer is slightly above 0.8. The sum of overflow across all layers after global routing is 0. From bottom edge to top edge, the die measures 86.7 um. Summed over all cells, the static leakage comes to roughly 0.98 nW. The number of global-route vias before repair was roughly 1,200. The power report attributes to the sequential group a share of between 50% and 60%. Setup repair after global routing left no endpoint under its margin.

STA classifies the critical path endpoint as a flop. The TritonCTS clock tree is done. In the synthesized netlist, the number of instances is around 140. The detailed router reported a total wirelength of around 3800 um. The initial antenna violation count was 0. Looking at the clock tree report, the root buffer type is clkbuf_8. The number of setup buffers added after CTS is 0. The count of standard-cell rows is 30. In this run the VDD rail shows a maximum IR drop of 0.387 mV. The first global-routing pass estimated 6190 um of wire. The number of non-filler instances in the completed layout is 276. The yosys warning tally is 2. After routing, the total negative slack on setup checks comes to 0 ps.

The switching portion of total power is about 25%. The count of unique library cells instantiated by Yosys is 34. The net switching power is approximately 0.64 mW. The fmax is between 500 and 600 MHz. Per the log, the first TritonRoute iteration ended with a DRC count of 76. The global routing report lists combined usage of all routing layers as 11.3%.

Buffers inserted during clock tree synthesis total 5. Per the detail_route report, vias per standard cell equal around 4.5. The total number of vias is roughly 1,200.
layer usage:
layer,part of all wire (%),track usage (%),wire length [um],vias up
met5,0,0,0,-
met4,0.93,0.909,35,0
met3,7.7,4.35,291,5
met2,38,14.0,1420,38
met1,54,20.2,2030,588
li1,-,-,-,616
worst max-delay path, cell delays in order:
cell and delay, ps:
clkdlybuf4s50_1 550, nor3b_4 240, and2b_4 200, a2111oi_2 460
o31ai_1 160
Yosys cell counts, drive strengths merged:
| master | n |
|---|---|
| nor3 | 1 |
| o31ai | 4 |
| nand2 | 4 |
| dfrtp | 4 |
| o22ai | 4 |
| o21ai | 1 |
| and3 | 1 |
| nor3b | 1 |
| edfxtp | 44 |
| nor4b | 2 |
| nor2b | 4 |
| a21oi | 4 |
| a31o | 1 |
| nand4bb | 5 |
| ha | 4 |
| nor2 | 8 |
| inv | 8 |
| buf | 7 |
| and2 | 4 |
| conb | 1 |
| mux2i | 8 |
| a2111oi | 4 |
| nand3b | 1 |
| xnor2 | 2 |
| a21o | 2 |
| nand4b | 4 |
| nor4 | 1 |
| a211oi | 4 |
| and2b | 1 |
logic make-up (layout without fill, tap and decap cells):
logic type	count (synthesis)	in the layout	synth area share (%)
adder cells (fa/ha/maj)	4	4	2.32
buffers and inverters	15	56	4.88
multiplexers	8	8	3.72
flip-flops	48	48	66.0
other	1	1	0.174
AND/OR/NAND/NOR	37	37	12.9
XOR/XNOR	2	2	0.813
AND-OR/OR-AND	24	24	9.23
sequential cells by signal (all words and copies together), names as in the netlist:
name      flops
S_B          36
char_nxt      8
finish        1
timer         3
final timing paths:
path                                   from     endpoint  slack, ps  cells after the start
min in group asynchronous             reset     timer[0]        460                      3
worst min register to register    S_B[2][2]    S_B[3][2]        450                      0
worst max-delay path            code_pos[3]  char_nxt[3]        100                      5
worst min-delay path              S_B[2][2]    S_B[3][2]        450                      0
max in group asynchronous             reset     timer[2]       1460                      3
worst max register to register     timer[2]  char_nxt[3]        440                      5
final cells by class:
class	instances	area, um^2
tap	96	120
timing repair buffer	40	388
fill	638	4190
clock inverter	2	10.0
clock buffer	6	82.6
multi-input combinational	76	628
sequential	48	1420
inverter	8	30.0
metrics by stage:
stage,setup slack [ps],hold slack [ps],instance area [um^2]
finish,104,452,2680
global route,75.9,471,2680
CTS,125,454,2680
detailed placement,-183,433,2590
global placement,-193,431,2590
floorplan,308,400,2150
power groups by stage:
stage,Combinational [mW],Clock (mW),Sequential (mW)
4_1_cts,0.624,0.573,1.41
6_report,0.615,0.559,1.40
5_1_grt,0.688,0.627,1.43
cell usage in the layout, fill, tap and decap left out, drive strengths merged:
cell           count
a31o               1
o21ai              1
clkinv             2
a21o               2
nand2              4
a21oi              4
nand3b             1
nor2b              4
nand4b             4
nand4bb            5
buf               15
nor2               8
a211oi             4
edfxtp            44
mux2i              8
and2b              1
o22ai              4
inv                8
and2               4
xnor2              2
clkbuf             6
conb               1
nor4               1
and3               1
nor4b              2
o31ai              4
clkdlybuf4s50     25
a2111oi            4
dfrtp              4
ha                 4
nor3               1
nor3b              1
No activity file was given, so power comes from the tool's default toggle rates.
