## run.sh

```bash
#!/bin/bash
# OpenROAD 26Q1-2900-gdf79404cd8, Yosys 0.63+post, stock flow scripts
make -C /OpenROAD-flow-scripts/flow DESIGN_CONFIG=/design/flow/config.mk WORK_HOME=/design/flow/orfs finish
```

## config.mk

```make
export PLATFORM = sky130hd
export DESIGN_NAME = LZ77_Encoder
export DESIGN_NICKNAME = LZ77_Encoder
export VERILOG_FILES = /design/flow/design.v
export SDC_FILE = /design/flow/constraint.sdc
export NUM_CORES = 4
export LEC_CHECK = 1
export CORE_UTILIZATION = 50
```

## constraint.sdc

```tcl
current_design LZ77_Encoder

set clk_period 621.7
set clk_io_pct 0.2

create_clock -name clk0 -period $clk_period [get_ports {clk}]

set non_clock_inputs [all_inputs -no_clocks]
set_input_delay [expr $clk_period * $clk_io_pct] -clock clk0 $non_clock_inputs
set_output_delay [expr $clk_period * $clk_io_pct] -clock clk0 [all_outputs]
```

## design.v

```verilog
module LZ77_Encoder(clk,reset,chardata,valid,encode,finish,offset,match_len,char_nxt);
input 				clk;
input 				reset;
input 		[7:0] 	chardata;
output  			valid;
output  			encode;
output  			finish;
output 		[3:0] 	offset;
output 		[2:0] 	match_len;
output 	 	[7:0] 	char_nxt;
reg  					valid;
reg  					encode;
reg  					finish;
reg 		[3:0] 		offset;
reg 		[2:0] 		match_len;
reg 	 	[7:0] 		char_nxt;
reg			[3:0]		Total 	[2048:0];
reg			[3:0]		B		[16:0];
reg			[11:0]		timer;
reg			[6:0]		compare;
reg         [2:0]		state;
reg         [2:0]		next_state;
parameter   memory	 	= 3'd0;
parameter   shift      	= 3'd1;
parameter   enc      	= 3'd2;
parameter   val       	= 3'd3;
parameter   fin       	= 3'd4;
reg			[2:0]		i;
reg			[2:0]		max_L;
reg			[2:0]		max_L_C;
reg			[3:0]		step_C;
reg			[3:0]		step_E;
reg			[3:0]		I_step;
reg						money;
integer 	j, m;
wire 		[2:0]		i_modified;
assign i_modified = (i>2056-timer) ? 2056-timer : i;
always @(posedge clk or posedge reset)
begin
	if (reset)
	begin
		timer <= 12'd0;
	end
	else
	begin
		case(state)
			memory:
			begin
				if(timer == 12'd2048)
				begin
					timer <= 12'd0;						
				end
				else 
				begin
					timer <= timer + 12'd1;					
				end
			end
			shift:
			begin
				timer <= timer + 12'd1;			
			end
			default:
			begin
				timer <= timer;
			end
		endcase
	end
end
always @(posedge clk or posedge reset)
begin
	if(reset)
	begin
		step_C <= 4'd0;
		step_E <= 4'd0;
		max_L <= 3'd7;
		for(j=0; j<2048;j=j+1)
		begin
			Total[j] <= 4'd0;
		end
		for(j=0; j<17;j=j+1)
		begin
			B[j] <= 4'd3;
		end
	end
	else
	begin
		case(state)
			memory:
			begin
				Total[2048] <= chardata[3:0];
				for(j=0; j<2048;j=j+1)
				begin
					Total[j] <= Total[j+1];
				end
			end 
			shift:
			begin
				if (step_C <= max_L)
				begin
					B[16] <= Total[0];
					for(j=0; j<2048;j=j+1)
					begin
						Total[j] <= Total[j+1];
					end
					for(j=0; j<16; j=j+1)
					begin
						B[j] <= B[j+1];			
					end
					step_C <= step_C + 4'd1;
				end
				else
				begin
					step_C <= 4'd0;
				end
			end
			enc:
			begin
				if(step_E < 4'd9)
				begin
					step_E <= step_E + 4'd1;
				end
				else
				begin
					step_E <= 4'd0;
				end
			end
			val:
			begin
				step_C <= 4'd0;
				max_L <= max_L_C;
			end
		endcase
	end
end
always @(*)
begin
	case(state)
		enc:
		begin
			if(step_E < 4'd9)
			begin
				for(m=0; m<7; m=m+1)
				begin
					compare[m] = |(B[9+m] ^ B[(8-step_E)+m]);
				end
				casez(compare)
					7'b0000000: i = 3'd7;
					7'b?000000: i = 3'd6;
					7'b??00000: i = 3'd5;
					7'b???0000: i = 3'd4;
					7'b????000: i = 3'd3;
					7'b?????00: i = 3'd2;
					7'b??????0: i = 3'd1;
					default: 	i = 3'd0;
				endcase
			end
			else
			begin
				compare = 7'd0;
				i = 3'd0;
			end
		end
		default:
		begin
			compare = 7'd0;
			i = 3'd0;
		end
	endcase
end
always @(posedge clk or posedge reset)
begin
	if(reset)
	begin
		max_L_C <= 3'd0;
		I_step <= 4'd0;
	end
	else
	begin
		case(state)
			enc:
			begin
				if(i_modified>=max_L_C && i_modified!=3'b0)
				begin
					max_L_C <= i_modified;
					I_step <= step_E;
				end
				else 
				begin
					max_L_C <= max_L_C;
					I_step <= I_step;
				end
			end
			val:
			begin
				I_step <= 4'd0;
				max_L_C <= 3'd0;
			end
		endcase
	end
end
always @(posedge clk or posedge reset) 
begin
	if (reset)
	begin
		money <= 1'b0;
	end
	else if (timer+max_L_C == 12'd2056)
	begin
		money <= 1'b1;
	end
end
always @(posedge clk or posedge reset)
begin
	if (reset)
	begin
		valid <= 1'b0;
		offset <= 4'b0;
		match_len <= 3'b0;
		char_nxt <= 8'b0;
	end
	else
	begin
		case(state)
			shift:
			begin
				valid <= 1'b0;
				offset <= 4'b0;
				match_len <= 3'b0;
				char_nxt <= 8'b0;
			end
			enc:
			begin
				valid <= 1'b0;
				offset <= 4'b0;
				match_len <= 3'b0;
				char_nxt <= 8'b0;
			end
			val:
			begin
				valid <= 1'b1;
				offset <= I_step;
				match_len <= max_L_C;
				if(money)
				begin
					char_nxt <= 8'h24;					
				end
				else
				begin
					char_nxt <= B[9+max_L_C];			
				end
			end
			fin:
			begin
				valid <= 1'b0;
				offset <= 4'b0;
				match_len <= 3'b0;
				char_nxt <= 8'b0;
			end
		endcase
	end
end
always @(posedge clk or posedge reset)
begin
    if (reset)	state <= memory;
    else 		state <= next_state;
end
always @(*) 
begin
    case(state)
        memory : 
        begin
        	if (chardata ^ 8'h24) next_state = memory;
        	else 				  next_state = shift;
        end	
        shift : 
        begin
        	if (char_nxt == 8'h24)      next_state = fin;
        	else if (step_C == max_L)   next_state = enc;
        	else 				   		next_state = shift;
        end	
        enc :
        begin
        	if (step_E < 4'd9)    next_state = enc;
        	else 				  next_state = val;
        end
        val : next_state = shift;
        fin : next_state = fin;
        default : next_state = shift;
    endcase
end
always @(*) 
begin
    case(state)
        memory :
	        begin	   
	        	encode = 1'b0;
				finish = 1'b0;
	        end
        shift :
	        begin	   
	        	encode = 1'b1;
				finish = 1'b0;
	        end
        enc :
	        begin
				encode = 1'b1;
				finish = 1'b0;
	        end
        val :
	        begin	   
	        	encode = 1'b1;
				finish = 1'b0;
	        end
        fin :
	        begin	   
	        	encode = 1'b0;
				finish = 1'b1;
	        end
        default :
            begin
				encode = 1'b1;
				finish = 1'b0;
            end
    endcase
end
endmodule
```

==> summary.txt <==
The synthesis and place-and-route flow finished, so here is a summary.

The run finished with clean final reports. Max fanout on the critical path was recorded as 81. The register-to-register setup slack came out at 612750 ps. The mean area per synthesized cell came out at 8.77 sq um. The vertical die size came out at 797 um.

Sorting the Yosys area breakdown by cell type puts at the top sky130_fd_sc_hd__dfrtp_1. The number of setup buffers added after CTS came out at 0. CTS built an H-tree with a depth of 6. The power report puts the leakage power at 0.202 uW. The most instantiated flip-flop cell in the synthesis netlist is sky130_fd_sc_hd__dfrtp_1. The number of nets still failing antenna checks after routing came out at 0.

The number of pins exceeding their max-slew limit in the final report is 0. The script logs the ratio of routed vias to standard cells as 4.86. The worst hold path passes through 2 cells.

Ranked by instance count, the synthesized netlist is headed by 24700 x sky130_fd_sc_hd__nand2_1, 8271 x sky130_fd_sc_hd__dfrtp_1, 1930 x sky130_fd_sc_hd__clkbuf_1, 96 x sky130_fd_sc_hd__nor2_1, 80 x sky130_fd_sc_hd__o21ai_0. The signed area change from the synthesized netlist to the final layout is 11.0%. In this run, distinct cell masters in the synthesized netlist total 95. The worst slew slack as a fraction of its limit is 0.376. The sequential share of the synthesized area is 0.658. The number of global-route vias before repair came to 216000. Summing all non-filler instances in the final layout gives an area of 351000 sq um. The portion of synthesized cell area occupied by the leading cell type came out at 0.655.

The final total negative setup slack came out at 0 ps. The number of maximum-capacitance violations is 0. In the log, the iteration count for the first detailed-route pass is 6.

The count of flip-flops with a built-in enable after synthesis came out at 4. The path class of the tightest hold or removal check is reg -> reg. The placed cell area came out at ~320000 sq um.

The power density over cell area came out at 3.00 nW/um^2. The arrival time of data at the critical path endpoint is 132080 ps. The top achievable clock speed came out at roughly 7.6 MHz. In the final layout, the share of cells above drive strength 1 is 0.0521. Yosys reports a chip area of 316000 sq um. In the finished design, the share of the clock period the worst path needs comes to 0.211. The report puts the hold buffer count at CTS at 0. Port buffering added 24 buffers.

The global route stage reports its total congestion overflow as 0. The die covers 635000 sq um. The kind of end point of the critical path is an asynchronous set/reset pin. The number of rows in the core area is ~290.

The global-route wire length before repair is about 1000000 um. The final number of setup-violating endpoints is 0. Setup slack closes at 490830 ps. For this configuration, the core starts out at a cell density of 0.503. The routed wire length is 576000 um. Setup repair after global routing left no endpoint under its margin. The horizontal die size came out at approximately 800 um.

Of all flip-flops after synthesis, the portion carrying an async set or reset was 1.00. For the final database, setup skew stands at around 74 ps. TritonCTS built the clock tree. Once detailed placement completed, the half-perimeter wirelength came to 310000 um. The synthesis log from Yosys contains 3 warnings. The DRC violation total after the first TritonRoute iteration is between 15000 and 20000.

The worst setup slack before clock tree synthesis is between 400000 and 500000 ps. The worst endpoint required time is between 600000 and 700000 ps. The I/O pin count came out at 28.

The clock insertion delay at the later pin of the skew report came out at roughly 1100 ps. In this run the standard cell core region covers 629000 sq um. The gate count after technology mapping is 36000. TritonCTS reports the number of clock sinks as 8313. The main area contributors are sky130_fd_sc_hd__dfrtp_1 65%, sky130_fd_sc_hd__nand2_1 29%, sky130_fd_sc_hd__clkbuf_1 2.3%.

The worst setup path is launched from a primary input. The count of unresolved DRC violations after routing came out at 0. Before any placement, the netlist area is recorded as 316000 sq um. The total of flip-flops plus latches after synthesis came out at 8313.

STA lists the startpoint of the worst register-to-register path as max_L[1]. VDD sags by at most 0.00000333 V. The startpoint of the worst hold path is Total[1818][3]. The number of cells traversed by the worst register-to-register path is 19. The largest net degree at the start of global routing is 169. The post-detailed-route wirelength per cell is 13.0 um. Counting endpoints that fail hold in the final report gives 0. Across all layers, the routed design uses between 200k and 250k vias. The logs give a warning total of 88. Looking at the reg2reg group, the worst path ends at Total[829][1].

For reference, the clock transition at the flip-flops on the worst setup and hold paths is 60 ps. Clock tree synthesis inserted a total of 829 buffers. The number of gates given a new drive strength after cts came out at 0. For this run, the total global-route usage over all layers was measured as 0.197. The smallest hold slack is ~430 ps. The root buffer cell is sky130_fd_sc_hd__clkbuf_16. The path with the worst hold slack has its endpoint at Total[1817][3].

The initial antenna violation count is 2. The actual transition at the worst max-transition pin came out at about 940 ps. The final period demand of the worst path came out at 130870 ps.

The maximum number of buffers from clock root to sink is 4. For this run the top cell type by instance count after synthesis was sky130_fd_sc_hd__nand2_1. The worst setup path is of the in -> async kind. The number of cells reported by Yosys stat comes to 36000. The final weighted congestion recorded by global placement is 0.943.
## report_power, final
group,switching [uW],internal (uW),leakage (uW)
clock network,208,293,0.0138
logic,10.1,0.750,0.0728
registers,0,541,0.116
total,218,835,0.202
## registers in the layout, indices dropped and copies added, names as in the netlist
register and cells:
money 1, max_L 3, state 5, offset 4
step_E 4, max_L_C 3, char_nxt 5, I_step 4
B 68, match_len 3, step_C 4, valid 1
Total 8196, timer 12
## worst max-delay path, stage by stage
cell and delay [ps]:
sky130_fd_sc_hd__clkdlybuf4s50_1 540, sky130_fd_sc_hd__inv_8 500, sky130_fd_sc_hd__buf_4 650, sky130_fd_sc_hd__buf_4 650, sky130_fd_sc_hd__buf_4 720, sky130_fd_sc_hd__buf_4 580, sky130_fd_sc_hd__buf_4 670, sky130_fd_sc_hd__buf_4 680
sky130_fd_sc_hd__buf_4 510, sky130_fd_sc_hd__buf_4 680, sky130_fd_sc_hd__buf_4 640, sky130_fd_sc_hd__buf_4 620
## cells by family after synthesis
kind of cell / synth area share
AND-OR/OR-AND: 0.0107
XOR/XNOR: 0.00172
adder cells (fa/ha/maj): 0.00117
buffers and inverters: 0.0243
flip-flops: 0.658
multiplexers: 0.00450
other: 0.0000119
AND/OR/NAND/NOR: 0.299
## cell type report
type                       count  area, sq um
fill                       54200       278000
sequential                  8313       208000
multi-input combinational  25700       100000
clock buffer                1261        24800
tap                         8350        10400
timing repair buffer         446         3740
clock inverter               245         3190
inverter                      44          173
antenna                        2         5.00
## per-stage QoR
| stage | instances | total power (uW) | util |
|---|---|---|---|
| after CTS | 44400 | 1070 | 0.558 |
| after detailed placement | 42900 | 563 | 0.513 |
| after floorplan | 36000 | 567 | - |
| final | 44400 | 1050 | 0.558 |
| after global routing | 44400 | 1090 | 0.558 |
| after global placement | 42900 | 563 | 0.513 |
## cell usage in the layout (no fill, tap or decap), types with 56 or more instances in the layout
cell type / n
sky130_fd_sc_hd__dfrtp_1: 8271
sky130_fd_sc_hd__clkbuf_16: 834
sky130_fd_sc_hd__o21ai_0: 80
sky130_fd_sc_hd__nand2_1: 24700
sky130_fd_sc_hd__clkbuf_1: 197
sky130_fd_sc_hd__a21oi_1: 56
sky130_fd_sc_hd__clkbuf_8: 230
sky130_fd_sc_hd__mux2i_1: 60
sky130_fd_sc_hd__nor2_1: 95
sky130_fd_sc_hd__mux2_2: 71
sky130_fd_sc_hd__buf_4: 395
sky130_fd_sc_hd__clkinv_2: 135
## metal layers
metal  routed length, um  track usage
met5                   0            0
met2              257000        0.296
met4               15000       0.0433
met1              284000        0.332
met3               21100       0.0290
## how the worst max path moves through the flow
stage,startpoint,endpoint,slack (ps),depth (start not counted)
after CTS,reset,Total[638][0],490440,12
after global routing,reset,Total[638][0],489620,12
final,reset,Total[638][0],490830,12
Power is estimated from default activity; no workload was simulated.
